File: flow/design.v
module alu( 
input clk,
input [2:0] func3,
input [6:0] func7,
input [31:0] ALUin1,
input [31:0] ALUin2,
output reg [31:0] ALUout
);
always @(posedge clk) begin
    case({func7,func3})
        'b0000000000: ALUout <= (ALUin1 + ALUin2);                                 
        'b0100000000: ALUout <= (ALUin1 - ALUin2);                                 
        'b0000000001: ALUout <= (ALUin1 << ALUin2);                                
        'b0000000010: ALUout <= ($signed(ALUin1) < $signed(ALUin2));               
        'b0000000011: ALUout <= (ALUin1 < ALUin2);                                 
        'b0000000100: ALUout <= (ALUin1 ^ ALUin2);                                 
        'b0000000101: ALUout <= ($signed(ALUin1) >>> ALUin2);                      
        'b0100000101: ALUout <= (ALUin1 >> ALUin2);                                
        'b0000000110: ALUout <= (ALUin1 | ALUin2);                                 
        'b0000000111: ALUout <= (ALUin1 & ALUin2);                                 
        default: ALUout <= 'hffffffff;                                    
    endcase
end 
endmodule
File: flow/run.sh
#!/bin/bash
# OpenROAD 26Q1-2900-gdf79404cd8, Yosys 0.63+post, stock flow scripts
make -C /OpenROAD-flow-scripts/flow DESIGN_CONFIG=/design/flow/config.mk WORK_HOME=/design/flow/orfs finish
File: flow/config.mk
export PLATFORM = sky130hd
export DESIGN_NAME = alu
export DESIGN_NICKNAME = alu
export VERILOG_FILES = /design/flow/design.v
export SDC_FILE = /design/flow/constraint.sdc
export NUM_CORES = 4
export LEC_CHECK = 1
export CORE_UTILIZATION = 50
File: flow/constraint.sdc
current_design alu

set clk_period 14.8
set clk_io_pct 0.2

create_clock -name clk0 -period $clk_period [get_ports {clk}]

set non_clock_inputs [all_inputs -no_clocks]
set_input_delay [expr $clk_period * $clk_io_pct] -clock clk0 $non_clock_inputs
set_output_delay [expr $clk_period * $clk_io_pct] -clock clk0 [all_outputs]
==> results.sh <==
# source this file to load flow results
export IMPL_power_leakage_uw=0.00464
export IMPL_fin_tns_setup_ns=0
export IMPL_seq_area_um2=641
export IMPL_rsz0062_at_grt="no"
export IMPL_ys_ff=32
export IMPL_rows=52
export IMPL_avgSynthCellArea_um2=6.80
export IMPL_grt_ovfl_total=0
export IMPL_finalClockPeriodUsage_pct=48.1
export IMPL_hold_class="in2reg"
export IMPL_tritoncts="built"
export IMPL_ant_nets=0
export IMPL_worst_path_max_fanout=10
export IMPL_yosysWarnings=1
export IMPL_design_core_area_mm2=0.0205
export IMPL_layout_drive_gt1_share_pct=7.97
export IMPL_max_freq_mhz=141
export IMPL_edf_count=0
export IMPL_cts_root_buf="clkbuf_16"
export IMPL_top_regs="ALUout (32)"
export IMPL_max_cap_viol_count=0
export IMPL_min_path_cells=4
export IMPL_n_fill_cell=1958
export IMPL_grt_util_all_layers_pct=52.2
export IMPL_cts_buffer_depth=2
export IMPL_ctsResizeCount=0
export IMPL_postSynthCellCount=1559
export IMPL_dpl_hpwl_um=42300
export IMPL_areaGrowthSynthToFinish_pct=12.3
export IMPL_first_global_vias=12500
export IMPL_grt_pass1_wl_um=81000
export IMPL_worst_slew_pin_slew_ns=1.10
export IMPL_warnings=92
export IMPL_top_register="ALUout"
export IMPL_critical_path_endpoint="ALUout[25]$_DFF_P_"
export IMPL_cts_htree_levels=2
export IMPL_yosys_stat_area_mm2=0.0106
export IMPL_dp_slack_ns=7.68
export IMPL_p_per_area_mw_per_mm2=46.2
export IMPL_cts_sinks=32
export IMPL_critical_path_startpoint="ALUin1[18]"
export IMPL_drv_slew=0
export IMPL_ys_cells=1559
export IMPL_setup_ws_ns=7.68
export IMPL_max_stage_delay_ns=0.91
export IMPL_timing_slew_headroom_pct=26.1
export IMPL_wirelength_um=55500
export IMPL_portBuffers=106
export IMPL_ff_type="dfxtp_1"
export IMPL_p_total_uw=550
export IMPL_ys_seq_share_pct=6.04
export IMPL_ys_async_sr_fraction_pct=0
export IMPL_design_area_mm2=0.0119
export IMPL_startpoint_type="input pin"
export IMPL_synth_cell_types=76
export IMPL_setup_viol=0
export IMPL_largest_reg_flops=32
export IMPL_status="completed"
export IMPL_slowest_stage="clkdlybuf4s50_1"
export IMPL_chipArea_mm2=0.0218
export IMPL_cts_hold_buf=0
export IMPL_grt_max_degree=70
export IMPL_syn_cell_area_mm2=0.0106
export IMPL_hold_viol_final=0
export IMPL_fp_dieH_um=148
export IMPL_crit_path_end_kind="register"
export IMPL_via_count=13600
export IMPL_worstPathCellList="clkdlybuf4s50_1, inv_1, ha_1, and3_1, a221o_1, a31oi_1, o21bai_1, a41oi_1, nor2_1, o21ai_0, a21oi_1, a2111oi_0, o21ai_0"
export IMPL_antenna_found_initial=5
export IMPL_min_period_ns=7.12
export IMPL_cts_setup_buffers=0
export IMPL_core_util_floorplan_pct=51.8
export IMPL_io_pins=107
export IMPL_ir_drop_mv=0.0449
export IMPL_fp_dieW_um=148
export IMPL_setup_worst_path_class="in2reg"
export IMPL_drtIter0Drc=2007
export IMPL_mi_logic_area_mm2=0.00908
export IMPL_gp_congestion=1.16
export IMPL_dr_pass1_iters=12
export IMPL_vias_per_cell=7.34
export IMPL_cp_data_required_time_ns=14.91
export IMPL_dpl_cell_area_mm2=0.0117
export IMPL_cpMostUsedCell="o21ai_0"
export IMPL_wire_per_inst_um=29.9
export IMPL_cp_arrival_ns=7.23
export IMPL_cts_clk_slew_worst_paths_ns=0.06
export IMPL_drc=0
export IMPL_cts_buffers=5
-- cells in the mapped netlist (8+ instances only) --
cell type	number	area [µm²]
inv_1	94	353
a221o_1	10	100
a31oi_1	25	156
o21ai_0	131	656
o22ai_1	8	50.1
xnor2_1	18	158
o2111ai_1	8	70.1
a221oi_1	20	175
nor4_1	22	138
nor2_1	182	683
a211oi_1	40	300
o221ai_1	15	131
ha_1	98	1230
or2_2	8	50.1
o21bai_1	10	75.1
and3_1	9	56.3
buf_1	9	33.8
a21o_1	15	113
nand2_1	141	529
buf_2	21	105
and2_1	13	81.3
a22oi_1	10	75.1
clkbuf_1	98	368
mux2i_1	38	380
o211ai_1	26	195
o31ai_1	14	105
dfxtp_1	32	641
nand4_1	10	62.6
a21oi_1	155	776
mux4_2	50	1130
o21a_1	8	60.1
nand3_1	36	180
nor3_1	48	240
nand2b_1	19	119
-- layout by cell type (no fill, tap or decap), types with 18 or more instances in the layout --
master	Yosys	routed
nand3_1	36	36
clkdlybuf4s50_1	0	101
o211ai_1	26	26
inv_1	94	94
o21ai_0	131	131
ha_1	98	98
nor2_1	182	182
a31oi_1	25	25
nor4_1	22	22
a211oi_1	40	40
nand2_1	141	141
a221oi_1	20	20
nand2b_1	19	19
xnor2_1	18	18
buf_4	0	41
mux2i_1	38	38
nor3_1	48	47
a21oi_1	155	155
mux4_2	50	50
dfxtp_1	32	32
-- worst min path at each step --
stage / from / to / slack (ns)
after CTS: ALUin2[3] / ALUout[15]$_DFF_P_ / 3.53
after global routing: ALUin2[3] / ALUout[15]$_DFF_P_ / 3.59
final: ALUin2[3] / ALUout[15]$_DFF_P_ / 3.57
-- report_power, final --
part           internal (µW)  switching (µW)  total (µW)
logic                    123             221         344
clock network           70.9            47.5         118
registers               86.8           0.323        87.1
total                    281             269         550
-- per-layer routing --
metal / share of wire (%) / global-route usage [%] / wire length [µm]
met3: 17 / 29.9 / 9450
met5: 0.17 / 2.73 / 93
met1: 36 / 64.6 / 19900
met2: 39 / 70.7 / 21700
met4: 7.8 / 29.4 / 4310
-- worst max-delay path: cells and delay by family --
kind	cells	cell delay [ns]
adders and majority gates	1	0.48
AOI/OAI and AO/OA	8	2.19
and+or+nand+nor	2	0.37
buffers and inverters	2	1.20
-- kinds of logic (layout without fill, tap and decap cells) --
kind of cell / after synthesis / count (layout) / share of synthesized area, %
AOI/OAI and AO/OA: 567 / 567 / 34.7
and+or+nand+nor: 519 / 519 / 22.4
buffers and inverters: 226 / 247 / 8.39
adders and majority gates: 100 / 100 / 11.9
muxes: 93 / 93 / 14.7
DFF: 32 / 32 / 6.04
xor gates and xnor gates: 22 / 22 / 1.82
other: 0 / 3 / 0
-- final cells by class --
cell class | count | share of cell area, %
Inverter | 96 | 3.03
Timing Repair Buffer | 144 | 11.2
Antenna cell | 3 | 0.0630
Multi-Input combinational cell | 1301 | 76.3
Sequential cell | 32 | 5.38
Tap cell | 270 | 2.84
Clock buffer | 7 | 1.28
-- through the flow --
step,util (%),instances,hold WS (ns)
3_5_place_dp,57.3,1843,3.62
4_1_cts,58.1,1850,3.53
6_report,58.1,1853,3.57
3_3_place_gp,57.3,1843,3.62
5_1_grt,58.1,1851,3.59
2_1_floorplan,-,1559,3.22
