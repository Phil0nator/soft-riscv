===== design/flow/run.sh =====
#!/bin/bash
# OpenROAD 26Q1-2900-gdf79404cd8, Yosys 0.63+post, stock flow scripts
make -C /OpenROAD-flow-scripts/flow DESIGN_CONFIG=/design/flow/config.mk WORK_HOME=/design/flow/orfs finish

===== design/flow/config.mk =====
export PLATFORM = sky130hd
export DESIGN_NAME = vga_sync_generator
export DESIGN_NICKNAME = vga_sync_generator
export VERILOG_FILES = /design/flow/design.v
export SDC_FILE = /design/flow/constraint.sdc
export NUM_CORES = 4
export LEC_CHECK = 1
export CORE_AREA = 10 10 111 111
export DIE_AREA = 0 0 121 121

===== design/flow/constraint.sdc =====
current_design vga_sync_generator

set clk_period 1.5
set clk_io_pct 0.2

create_clock -name clk0 -period $clk_period [get_ports {clk}]

set non_clock_inputs [all_inputs -no_clocks]
set_input_delay [expr $clk_period * $clk_io_pct] -clock clk0 $non_clock_inputs
set_output_delay [expr $clk_period * $clk_io_pct] -clock clk0 [all_outputs]

===== design/flow/design.v =====
module vga_sync_generator(
            input clk,            
            input rstn,
            output reg Hsync,
            output reg Vsync,
            output reg newframe,
            output inframe,       
            output PxCLK
    );
assign inframe = ((r_VPos < HEIGHT_TOP) & (r_HPos < WIDTH_TOP) & (r_VPos > HEIGHT_BOTTOM) & (r_HPos > WIDTH_BOTTOM)) ? 1 : 0;
assign PxCLK = PCLK;
reg [11:0] r_HPos;
reg [11:0] r_VPos;
reg [15:0] cnt;
reg PCLK;
always @(posedge clk or negedge rstn) begin
    if(!rstn) begin
        PCLK <= 0;
        cnt <= 0;
    end else begin
        {PCLK, cnt} <= cnt + 16'h4000;   
    end
end
localparam TOTAL_WIDTH = 800;
localparam TOTAL_HEIGHT = 525;
localparam ACTIVE_WIDTH = 640;
localparam ACTIVE_HEIGHT = 480;
localparam H_SYNC_COLUMN = 704;
localparam V_SYNC_LINE = 523;
localparam WIDTH_TOP = 430;  
localparam WIDTH_BOTTOM = 310-1;  
localparam HEIGHT_TOP = 353;  
localparam HEIGHT_BOTTOM = 193-1;  
always @(posedge PCLK or negedge rstn) begin
    if(!rstn) begin
        r_HPos <= 310;
        r_VPos <= 192;
    end else begin
        if (r_HPos < TOTAL_WIDTH-1) begin
            r_HPos <= r_HPos + 1;
          end
          else begin
            r_HPos <= 0;
            if (r_VPos < TOTAL_HEIGHT-1) begin
              r_VPos <= r_VPos + 1;
            end
            else begin
              r_VPos <= 0;
            end
          end  
    end
end
always @(posedge clk) begin
    if((r_VPos > HEIGHT_TOP) && (r_VPos < HEIGHT_TOP + 10)) begin
        newframe <= 1;
    end else begin 
        newframe <= 0;
    end
end
always @(posedge PCLK or negedge rstn) begin
    if(!rstn) begin
       Hsync <= 0; 
    end else begin
        if (r_HPos < H_SYNC_COLUMN) begin
            Hsync = 1'b1;
        end else begin
            Hsync = 1'b0;
        end  
    end
end
always @(posedge PCLK or negedge rstn) begin
    if(!rstn) begin
        Vsync <= 0;
    end else begin
        if (r_VPos < V_SYNC_LINE) begin
            Vsync = 1'b1;
        end else begin
            Vsync = 1'b0;
        end
    end  
end   
endmodule

==> deck_impl_summary.md <==
Physical Implementation Snapshot

Final layout
  • Top Layout Cells: dfrtp_1, nor2_1, inv_1
  • Post-layout util: 18.8%
  • Fillers: 1075
  • Share of layout cells above drive strength 1: 9.58%
  • Top cell excl fill/tap: dfrtp_1
  • Area growth from synthesis to layout: 16.9%
  • Register area: 754 µm²
  • Comb gate area: 771 µm²
  • Finished Cell Area: 0.00186 mm²

Logic synthesis
  • Netlist cell types: 45
  • Yosys chip area: between 0.0015 and 0.002 mm²
  • Post-synth top area cell: dfrtp_1
  • Yosys warns: 1
  • Synth Seq Share: 47.5%
  • Post-synth EDFFs: 0
  • Area leader share: 34.7%
  • Post-synthesis async set-or-reset flop share: 96.7%
  • Dominant flop cell: dfrtp_1
  • Synth flops: 30
  • Syn Inst Count: 158
  • Mapped Area: 0.00159 mm²
  • Top area cell types: dfrtp_1, dfstp_2, ha_1
  • Post-Syn Area per Cell: 10.0 µm²
  • Number of cells in Yosys stat: 158

Clock tree
  • Post-cts resize count: 0
  • Clk buf depth: 2
  • Setup Buffers After CTS: 0
  • Post-CTS Hold Fix Bufs: 0
  • CTS buffer count: 3
  • Worst-path clk slew: 0.03 ns
  • H-Tree Depth: 1
  • CTS tree: built
  • Latency at later pin: 0.21 ns
  • Clk root buf: clkbuf_8

Run
  • Tool warnings: 29
  • Max cap viols: 0

Critical path
  • Maximum fanout along the worst path: 2
  • Crit-path slowest cell: clkdlybuf4s50_1
  • CP Capture Type: primary output
  • Crit-path max cell delay: 0.46 ns
  • WP buf/inv: 1
  • CP arrival: ~1 ns
  • Critical path, cell by cell: clkdlybuf4s50_1
  • Origin of the worst setup path: PCLK
  • Worst r2r src: cnt[14]
  • CP Class: reg -> out
  • Critical Path Start Type: flip-flop
  • CP top delay family: buffers and inverters
  • Req. time, crit path: roughly 1.2 ns

Final timing
  • Unrepaired setup endpoints after global routing: false
  • Tmin final: 1.32 ns
  • Period utilization: 87.8%
  • Endpoints left unconstrained: 28
  • Pins over their slew limit: 0
  • Clock skew: 0.000638 ns
  • Final Worst Setup Slack: 0.183 ns
  • Count of unclocked register or latch pins: 26
  • TNS Setup: 0 ns
  • Hold Vio Cnt, Final: 0
  • Fmax: roughly 760 MHz
  • Setup violations, final: 0

Die
  • # rows: 36
  • Floorplan Utilization: 16.1%
  • Die H: 121 µm
  • Die X: 121 µm
  • Total core area: 0.00986 mm²
  • I/O pin total: 7
  • Total die area: 0.0146 mm²

Power
  • Peak supply drop: 0.240 mV
  • Power consumption: 0.367 mW
  • LEAKAGE: about 0.74 nW
  • Pwr dens: 198 mW/mm²

Place
  • Tally of buffers added on design ports: 6
  • Post-DP HPWL: 2.13 mm
  • Gpl congestion: around 0.86
  • Pre-CTS setup slack: 0.408 ns
  • Post-DP Area: 0.00181 mm²

GRT
  • Vias in the first global route: 1069
  • First-pass GRT wire length: 5.04 mm
  • Gr usage total: 3.93%
  • Initial antenna violation count: 0
  • GRT Residual Overflow: 0
  • Largest net degree at the start of global routing: 27

Route
  • Routed length per placed instance: 9.98 µm
  • Routed WL: ~3 mm
  • Total number of vias: between 1000 and 1500
  • DRT iter0 DRCs: 66
  • N_diodes: 0
  • Vias per Instance: 3.97
  • Antenna Nets Post-Route: 0
  • TritonRoute pass-1 iters: 4
  • Drt drc: 0

Outcome
  • Status: completed

Min path
  • Hold/Removal Path Class: in -> async
[worst paths after layout]
kind,slack (ns),endpoint,depth (start not counted)
max,0.18,PxCLK,1
min,0.28,cnt[14],1
max reg2reg,0.72,cnt[15],1
min reg2reg,0.43,cnt[14],1
max in group asynchronous,1.07,cnt[15],1
min in group clk0,0.43,cnt[14],1
[final cells by class]
class,count,share of cell area (%)
Multi-Input combinational cell,114,41.5
Sequential cell,30,40.6
Tap cell,133,8.96
Timing Repair Buffer,9,4.45
Clock buffer,4,2.43
Inverter,10,2.02
[cells in the mapped netlist, types with 2 or more instances]
cell and number:
dfrtp_1 22, dfstp_2 7, nor2_1 16, o31ai_1 7
a22o_1 7, inv_1 10, nand2_1 6, a41oi_1 3
ha_1 7, o31a_1 2, nor3_1 5, xnor2_1 4
nor2b_1 3, xor2_1 2, buf_2 2, a31oi_1 2
a21oi_1 6, a21o_1 2, o211ai_1 2, o21ai_0 3
and3_1 6, nor4b_1 2, clkbuf_1 2, nand3_1 7
and2_1 3
[through the flow]
stage / cells / hold slack (ns)
2_1_floorplan: 159 / 0.00441
3_3_place_gp: 296 / 0.417
3_5_place_dp: 296 / 0.422
4_1_cts: 300 / 0.278
5_1_grt: 300 / 0.289
6_report: 300 / 0.276
[where the power goes]
part	switching, mW	internal [mW]	leakage [nW]
Sequential	0	0.110	0.365
Clock	0.0568	0.182	0.0228
Combinational	0.0152	0.00401	0.347
[sequential cells by signal (all words and copies together) (netlist names)]
name	cells
r_VPos	12
newframe	1
r_HPos	12
PCLK	1
Hsync	1
cnt	2
Vsync	1
[per-layer routing]
metal  global-route usage (%)  vias up  part of all wire (%)
met5                        0        -                     0
met4                    0.528        0                  0.70
met3                    0.472        2                   4.2
met2                     6.29       23                    46
met1                     5.71      574                    49
li1                         -      593                     -
[cell families (layout without fill, tap and decap cells)]
kind of cell,count (synthesis),in the layout,synth area share (%)
XOR/XNOR,6,6,3.31
AND/OR/NAND/NOR,60,60,21.4
adder cells (fa/ha/maj),7,7,5.52
other,1,2,0.236
AND-OR/OR-AND,39,39,17.9
buffers and inverters,15,23,4.18
flip-flops,30,30,47.5
Power figures rest on the tool's default switching activity, not on a simulated workload.
